==> ./design.v <==
module mod_csr_reg_file (
    input  logic                       clk_i,
    input  logic                       rst_i,
    input  logic [12-1:0] read_addr_i,
    input  logic                       read_enable_i,
    input  logic [12-1:0] write_addr_i,
    input  logic [          32-1:0] write_val_i,
    input  logic                       write_enable_i,
    output logic [          32-1:0] csr_reg_read_o,
    output logic                       except_read_non_existent_CSR_o,
    output logic                       except_write_non_existent_CSR_o,
    output logic                       except_write_to_read_only_CSR_o
);
  logic [32-1:0] mvendorid;   
  logic [32-1:0] marchid;   
  logic [32-1:0]   mimpid;  
  logic [32-1:0] mhartid;   
  logic [32-1:0] misa;   
  logic [32-1:0] mie;   
  logic [32-1:0]   mtvec;  
  logic [32-1:0] mepc;   
  logic [32-1:0] mcause;   
  logic [32-1:0] mtval;   
  logic [32-1:0] mip;   
  logic is_CSR_read_only;
  logic is_CSR_addr_valid;
  assign mvendorid = 32'b0;
  assign marchid = 32'b0;
  assign mimpid = 32'b0;
  assign misa = 32'b0;
  assign mhartid = 32'b0;
  assign is_CSR_read_only = (write_addr_i == 12'hF11  || write_addr_i == 12'hF12 || 
                               write_addr_i == 12'hF13     || write_addr_i == 12'hF14);
  assign is_CSR_addr_valid = is_CSR_read_only || (write_addr_i == 12'h301 ||
                               write_addr_i == 12'h304     || write_addr_i == 12'h305 ||
                               write_addr_i == 12'h341    || write_addr_i == 12'h342 ||
                               write_addr_i == 12'h343   || write_addr_i == 12'h344);
  always_comb begin
    csr_reg_read_o = 32'b0;
    except_read_non_existent_CSR_o = 0;
    if (read_enable_i) begin
      unique case (read_addr_i)
        12'hF11: csr_reg_read_o = mvendorid;
        12'hF12:   csr_reg_read_o = marchid;
        12'hF13:    csr_reg_read_o = mimpid;
        12'hF14:   csr_reg_read_o = mhartid;
        12'h301:      csr_reg_read_o = misa;
        12'h304:       csr_reg_read_o = mie;
        12'h305:     csr_reg_read_o = mtvec;
        12'h341:      csr_reg_read_o = mepc;
        12'h342:    csr_reg_read_o = mcause;
        12'h343:     csr_reg_read_o = mtval;
        12'h344:       csr_reg_read_o = mip;
        default:         except_read_non_existent_CSR_o = 1;
      endcase
    end
  end
  always_ff @(posedge clk_i) begin
    if (rst_i) begin
      mie <= 0;
      mtvec <= 0;
      mepc <= 0;
      mcause <= 0;
      mtval <= 0;
      mip <= 0;
    end else begin
      if (write_enable_i) begin
        unique case (write_addr_i)
          12'h304:    mie <= write_val_i;
          12'h305:  mtvec <= write_val_i;
          12'h341:   mepc <= write_val_i;
          12'h342: mcause <= write_val_i;
          12'h343:  mtval <= write_val_i;
          12'h344:    mip <= write_val_i;
          default:      ;   
        endcase
      end
    end
  end
  assign except_write_to_read_only_CSR_o = is_CSR_read_only && write_enable_i;
  assign except_write_non_existent_CSR_o = !is_CSR_addr_valid && write_enable_i;
endmodule
==> ./run.sh <==
#!/bin/bash
# OpenROAD 26Q1-2900-gdf79404cd8, Yosys 0.63+post, stock flow scripts
make -C /OpenROAD-flow-scripts/flow DESIGN_CONFIG=/design/flow/config.mk WORK_HOME=/design/flow/orfs finish
==> ./config.mk <==
export PLATFORM = sky130hd
export DESIGN_NAME = mod_csr_reg_file
export DESIGN_NICKNAME = mod_csr_reg_file
export VERILOG_FILES = /design/flow/design.v
export SDC_FILE = /design/flow/constraint.sdc
export NUM_CORES = 4
export LEC_CHECK = 1
export CORE_UTILIZATION = 50
==> ./constraint.sdc <==
current_design mod_csr_reg_file

set clk_period 11.2
set clk_io_pct 0.2

create_clock -name clk0 -period $clk_period [get_ports {clk_i}]

set non_clock_inputs [all_inputs -no_clocks]
set_input_delay [expr $clk_period * $clk_io_pct] -clock clk0 $non_clock_inputs
set_output_delay [expr $clk_period * $clk_io_pct] -clock clk0 [all_outputs]
==> summary.txt <==
Flow results follow.

The die height is roughly 130 µm. The number of buffers inserted to repair setup after CTS is 0. The stage logs contain a warning count of 26. The number of cells produced by synthesis is 1091. The wire length of the first global-routing pass is ~40000 µm. The initial antenna violation count is 0. In the final layout, the share of cells above drive strength 1 is a little under an eighth. The routed length on met3 is ~1600 µm. The sequential element share of the synthesized area is 44.2%. The horizontal die dimension is approximately 130 µm.

The largest total area in the synthesized netlist belongs to sky130_fd_sc_hd__dfxtp_1. The number of warning messages in the yosys log is 1. The final worst slack is between 3 and 4 ns. The finished layout cell area is 10200 µm². The number of buffers added by the clock tree synthesis step is 17. The number of antenna-violating nets in the routed design is 0. The overall fraction of global-route tracks in use is between 20 and 30%. The core outline area is between 15000 and 20000 µm². From synthesis to final layout, the design area changed by 17.4%. After synthesis, the cell types taking the most area are sky130_fd_sc_hd__dfxtp_1, sky130_fd_sc_hd__nand2_1, sky130_fd_sc_hd__a21oi_1. The accumulated negative setup slack is 0 ns. Post-CTS repair ended up resizing 0 cells.

For the final database, setup skew stands at 0 ns. The script logs the ratio of routed vias to standard cells as ~5.8. Looking at the worst setup and hold paths, the clock pins of their registers show a slew of approximately 0.060 ns. The number of cells in Yosys stat is 1091.

The first-pass iteration count of the detailed router is 5. Before any placement, the netlist area is recorded as between 8000 and 9000 µm². Setup repair after global routing left no endpoint under its margin. The commonest cells after synthesis are sky130_fd_sc_hd__nand2_1, sky130_fd_sc_hd__dfxtp_1, sky130_fd_sc_hd__a21oi_1, sky130_fd_sc_hd__clkbuf_1, sky130_fd_sc_hd__nand3_1.

In the finished design, the share of the clock period the worst path needs comes to about 70%. According to the floorplan log, the row count is 47. The hold violation total from the final report is 0. After clock tree synthesis, the flow added hold-fix buffers numbering 0. Looking at the clock tree report, the H-tree level count equals 4. The final layout contains routed wiring with a total length of around 25000 µm. The total die size is roughly 18000 µm². Clock latency on the worst-skew pair, taken at its later pin, is just over 0.4 ns. The leakage power in the latest report is approximately 3.2 nW.

The floorplan utilization is 51.9%. Per the CTS log, the root buffer master is sky130_fd_sc_hd__clkbuf_16. The routed length per instance is roughly 18 µm.

Once synthesis finished, the tally of register bits stood at 192. The max capacitance violation total is 0. Power spread over the standard cell area amounts to 131 nW/µm². The iteration-0 DRC count of the detailed router is ~580. The number of synthesized flops with an enable pin is 0. The DRC violations left is 0. The main flop type after synthesis is sky130_fd_sc_hd__dfxtp_1. The final route contains a little under 8000 vias. The worst setup path is of the primary input to primary output kind. The final setup violation count is 0. In the per-layer breakdown of the detailed-route log, met1 shows roughly 12000 µm.

The startpoint of the most critical register-to-register path is mcause[1]. The number of primary I/O pins is 95. STA classifies the critical path endpoint as a primary output. For this run, the top clock speed supported by timing is between 100 and 150 MHz. Looking at the max-slew report, the worst-margin pin has a slew of ~0.90 ns. The run finished with clean final reports.

TritonCTS built the clock tree. The pin count of the biggest net entering global routing is ~86. The data required time reported for the critical path is around 9.0 ns. Per the detailed placement report, the placed cell area equals 9660 µm². In this run the deepest clock path goes through 2 buffers. The topmost layer with routed signal wires is met4. The total inserted antenna cells is 0. For reference, the post-synthesis area per instance comes to 7.97 µm².

The area share of the largest cell type after synthesis is 44.2%. In this run the worst path has a maximum fanout of 16. In this run the worst setup path begins at read_addr_i[3].

Timing analysis after detailed placement gives a worst setup slack of around 3.5 ns. The proportion of register bits with asynchronous set or reset after synthesis is 0%. Overall power consumption after layout is estimated at roughly 1.3 mW. The CTS sink count is around 190. The yosys synthesis chip area is 8700 µm². The most common cell in the synthesized netlist is sky130_fd_sc_hd__nand2_1. STA classifies the critical path startpoint as a primary input. The total grt overflow is 0.

As logged by OpenROAD, the buffers inserted on ports number around 94. The count of pins over their slew limit is 0. The headroom to the max-slew limit is between 30% and 40%. Summed over all nets, the half-perimeter wirelength after detailed placement is around 15000 µm.

At the worst endpoint, the arrival time is roughly 5.5 ns. The number of global-route vias before repair is between 7000 and 8000. The reg2reg setup slack is ~11 ns. The met2 wire length is 10900 µm. The type recorded for the worst min-delay path is flop to flop.

In the Yosys stats the netlist draws on 39 distinct library cells. Counting I/O delays and the setup requirement, the final critical path takes 7.77 ns. The start point of the worst min-delay path is mepc[28]. After its last routability iteration, the placer logged a weighted congestion of about 0.83. The highest supply drop recorded on VDD is roughly 120 µV.
through the flow:
step                hold WS [ns]  std cells  util, %
floorplan                  0.428       1091        -
global placement           0.436       1331     57.6
detailed placement         0.441       1331     57.6
CTS                        0.451       1359     60.9
global route               0.463       1359     60.9
finish                     0.449       1359     60.9
cell families after synthesis:
group | after synthesis | synth area share, %
flops | 192 | 44.2
xor+xnor | 1 | 0.101
mux | 64 | 7.85
buf+inv | 101 | 5.48
simple gates | 439 | 22.3
compound gates | 294 | 20.1
worst max-delay path, cell delays in order:
cell and delay [ns]:
sky130_fd_sc_hd__clkdlybuf4s50_1 0.51, sky130_fd_sc_hd__nor4bb_1 0.61, sky130_fd_sc_hd__and3_1 0.31, sky130_fd_sc_hd__nand3_1 0.64
sky130_fd_sc_hd__buf_4 0.51, sky130_fd_sc_hd__o221ai_1 0.21, sky130_fd_sc_hd__clkdlybuf4s50_1 0.50
cell usage in the layout, fill, tap and decap left out, drive strengths merged, types with 5 or more instances in the layout:
cell type and n:
clkbuf 23, buf 25, or4 7, a21oi 193, nand3 37, o221ai 30, nor4 6, nand4 5
clkdlybuf4s50 92, a22oi 33, o21ai 35, mux2 34, mux2i 30, nand2 355, dfxtp 192
sequential cells by signal, indices dropped and copies added (netlist names):
register / cells
mcause: 32
mepc: 32
mie: 32
mip: 32
mtval: 32
mtvec: 32
layer usage:
layer | track usage (%) | up-vias
li1 | - | 3862
met1 | 48.1 | 3783
met2 | 42.9 | 226
met3 | 5.48 | 11
met4 | 2.46 | 0
met5 | 0 | -
where the power goes:
part           switching, mW  internal [mW]
clock network          0.248          0.331
registers          0.0000335          0.683
logic                 0.0444         0.0281
total                  0.293           1.04
area by class of cell:
class / instances / area, µm²
Fill cell: 1525 / 6550
Multi-Input combinational cell: 798 / 4410
Sequential cell: 192 / 3840
Timing Repair Buffer: 117 / 1110
Clock buffer: 23 / 498
Tap cell: 220 / 275
Clock inverter: 5 / 56.3
Inverter: 4 / 15.0
path summary, 6_finish.rpt:
check                                     endpoint  depth (start not counted)
worst max-delay path            csr_reg_read_o[29]                          7
worst min-delay path                      mepc[28]                          2
worst max register to register           mcause[1]                          2
worst min register to register            mepc[28]                          2
No activity file was given, so power comes from the tool's default toggle rates.
