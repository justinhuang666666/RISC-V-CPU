==> flow/design.v <==
module mod_mem_ctrl (
    input logic clk_i,
    input logic rst_i,
    input logic [32-1:0] instruction_address_i, 
    input logic instruction_address_stb_i,
    output logic [32-1:0] instruction_readdata_o,
    output logic instruction_readdata_stb_o,
    input logic [32-1:0] loadstore_address_i,
    input logic loadstore_address_stb_i,
    input logic [32-1:0] loadstore_writedata_i,
    input logic loadstore_writedata_stb_i,
    output logic [32-1:0] loadstore_readdata_o,
    output logic loadstore_stb_o,
    input  logic [4-1:0] loadstore_byteenable_i,
    output logic [4-1:0] memory_byteenable_o,
    input logic memory_waitrequest_i,
    input logic [32-1:0] memory_readdata_i,
    output logic [32-1:0] memory_writedata_o,
    output logic [32-1:0] memory_address_o,
    output logic memory_write_o,
    output logic memory_read_o
);
  logic [32-1:0] loadstore_writedata_q;
  logic [32-1:0] instruction_readdata_q, loadstore_readdata_q;
  logic [4-1:0] memory_byteenable_q;
  logic [32-1:0] memory_address_q;
  logic memory_write_q, memory_read_q;
  enum {
    IDLE,
    WAIT_LOAD,
    WAIT_STORE,
    WAIT_IFETCH,
    DONE_LOAD,
    DONE_STORE,
    DONE_IFETCH
  }
      current_state, next_state;
  logic waitrequest_d;
  assign waitrequest_d = memory_waitrequest_i;
  always_comb begin
    case (current_state)
      IDLE: begin
        if (loadstore_address_stb_i && loadstore_writedata_stb_i) begin
          next_state = WAIT_STORE;
        end else if (loadstore_address_stb_i) begin
          next_state = WAIT_LOAD;
        end else if (instruction_address_stb_i) begin
          next_state = WAIT_IFETCH;
        end else begin
          next_state = current_state;
        end
      end
      WAIT_LOAD: begin
        if (waitrequest_d == 0) begin
          next_state = DONE_LOAD;
        end else begin
          next_state = current_state;
        end
      end
      WAIT_STORE: begin
        if (waitrequest_d == 0) begin
          next_state = DONE_STORE;
        end else begin
          next_state = current_state;
        end
      end
      WAIT_IFETCH: begin
        if (waitrequest_d == 0) begin
          next_state = DONE_IFETCH;
        end else begin
          next_state = current_state;
        end
      end
      DONE_LOAD: begin
        next_state = IDLE;
      end
      DONE_STORE: begin
        next_state = IDLE;
      end
      DONE_IFETCH: begin
        next_state = IDLE;
      end
      default: begin
        next_state = IDLE;
      end
    endcase
  end
  always_ff @(posedge clk_i) begin
    if (rst_i) begin
      current_state <= IDLE;
    end else begin
      current_state <= next_state;
    end
  end
  always_ff @(posedge clk_i) begin
    if (rst_i) begin
      memory_address_q <= 0;
      loadstore_writedata_q <= 0;
      memory_byteenable_q <= 0;
      memory_read_q <= 0;
      memory_write_q <= 0;
    end else if (current_state != next_state) begin 
      case (next_state)
        WAIT_LOAD: begin
          memory_address_q <= loadstore_address_i;
          memory_byteenable_q <= loadstore_byteenable_i;
          memory_read_q <= 1;
        end
        WAIT_STORE: begin
          memory_address_q <= loadstore_address_i;
          loadstore_writedata_q <= loadstore_writedata_i;
          memory_byteenable_q <= loadstore_byteenable_i;
          memory_write_q <= 1;
        end
        WAIT_IFETCH: begin
          memory_address_q <= instruction_address_i;
          memory_byteenable_q <= 4'b1111;
          memory_read_q <= 1;
        end
        default: begin
          memory_address_q <= 0;
          loadstore_writedata_q <= 0;
          memory_byteenable_q <= 0;
          memory_read_q <= 0;
          memory_write_q <= 0;
        end
      endcase
    end
  end
  assign memory_address_o = memory_address_q;
  assign memory_writedata_o = loadstore_writedata_q;
  assign memory_byteenable_o = memory_byteenable_q;
  assign memory_read_o = memory_read_q;
  assign memory_write_o = memory_write_q;
  always_ff @(posedge clk_i) begin
    if (rst_i) begin
      instruction_readdata_q <= 0;
      loadstore_readdata_q   <= 0;
    end else if (current_state != next_state) begin
      case (current_state)
        IDLE: begin
        end
        DONE_LOAD: begin
          loadstore_readdata_q <= memory_readdata_i;
        end
        DONE_STORE: begin
        end
        DONE_IFETCH: begin
          instruction_readdata_q <= memory_readdata_i;
        end
        default: begin
          instruction_readdata_q <= 0;
          loadstore_readdata_q   <= 0;
        end
      endcase
    end
  end
  assign loadstore_readdata_o = (current_state == DONE_LOAD) ? memory_readdata_i : loadstore_readdata_q;
  assign loadstore_stb_o = current_state == DONE_STORE || current_state == DONE_LOAD;
  assign instruction_readdata_o = (current_state == DONE_IFETCH) ? memory_readdata_i : instruction_readdata_q;
  assign instruction_readdata_stb_o = current_state == DONE_IFETCH;
endmodule
==> flow/run.sh <==
#!/bin/bash
# OpenROAD 26Q1-2900-gdf79404cd8, Yosys 0.63+post, stock flow scripts
make -C /OpenROAD-flow-scripts/flow DESIGN_CONFIG=/design/flow/config.mk WORK_HOME=/design/flow/orfs finish
==> flow/config.mk <==
export PLATFORM = sky130hd
export DESIGN_NAME = mod_mem_ctrl
export DESIGN_NICKNAME = mod_mem_ctrl
export VERILOG_FILES = /design/flow/design.v
export SDC_FILE = /design/flow/constraint.sdc
export NUM_CORES = 4
export LEC_CHECK = 1
export CORE_UTILIZATION = 30
==> flow/constraint.sdc <==
current_design mod_mem_ctrl

set clk_period 7.4
set clk_io_pct 0.2

create_clock -name clk0 -period $clk_period [get_ports {clk_i}]

set non_clock_inputs [all_inputs -no_clocks]
set_input_delay [expr $clk_period * $clk_io_pct] -clock clk0 $non_clock_inputs
set_output_delay [expr $clk_period * $clk_io_pct] -clock clk0 [all_outputs]
==> results.json <==
{
  "synth_chip_area_um2": 6570,
  "p_leak_nw": 3.49,
  "clock_sinks": 166,
  "vias": 6049,
  "end_kind": "output port",
  "yosysTopAreaCell": "dfxtp_1",
  "status": "finished, final reports clean",
  "cp.required_ns": 5.92,
  "warnings": 25,
  "worstHoldPathType": "reg -> reg",
  "fp.dieH_um": 150,
  "place_inst": 1208,
  "ant_nets": 0,
  "drt-initial-drc-count": 237,
  "io_pins": 274,
  "report.final.slew_viol_count": 0,
  "max_stage_delay_ns": 0.45,
  "layoutNonFillerInstCount": 1239,
  "ys_seq_share_pct": 50.6,
  "synth_warnings": 1,
  "grt_max_degree": 65,
  "netlist_instances": 679,
  "worstSetupStartpointType": "flop",
  "placed_area_um2": 9570,
  "finalHoldViolations": 0,
  "grt_use_total_pct": 18.5,
  "cts_inserted_buffers": 17,
  "htreeDepth": 4,
  "cts_setup_buffers": 0,
  "diodes": 0,
  "avgSynthCellArea_um2": 9.67,
  "synthTopCellsByArea": "dfxtp_1, mux2_2, a22oi_1",
  "fin_skew_ns": 0.0128,
  "routed_wl_mm": 20.2,
  "viasPerCell": 4.88,
  "worstSetupPathType": "reg -> out",
  "synth-cells-yosys": 679,
  "cp_max_fo": 32,
  "cts_tree": "done",
  "worst_pin_slew_ns": 0.760,
  "fmax_mhz": 225,
  "crit_chain": "nor4_1 -> nand4_1 -> nor4_4 -> buf_4 -> mux2_2 -> clkdlybuf4s50_1",
  "ir_drop_v": 0.000138,
  "die_x_um": 150,
  "antenna_found_initial": 0,
  "clkLatencyLatePin_ns": 0.42,
  "yosys.cell_types.count": 38,
  "path_clk_slew_ns": 0.06,
  "finalSetupViolations": 0,
  "fin_setup_tns_ns": 0,
  "syn_area_um2": 6570,
  "cap_violations": 0,
  "dieArea_um2": 22500,
  "drt_first_pass_iters": 5,
  "final_area_um2": 10200,
  "drc": 0,
  "place_congestion": 0.788,
  "grt_pass1_wl_mm": 32.1,
  "total_power_mw": 1.94,
  "area_growth_pct": 54.9,
  "initCoreUtil_pct": 30.9,
  "hold_buffers": 0,
  "io_buffers": 273,
  "relSlewSlack_pct": 49.3,
  "finalCritPeriodShare_pct": 60.2,
  "crit_arrival_ns": 2.97,
  "core-area_um2": 21200,
  "wire_per_inst_um": 16.3,
  "drive_above_1_share_pct": 12.6,
  "grt_remaining_overflow": 0,
  "cts-root-buf": "clkbuf_16",
  "period_needed_ns": 4.45,
  "hpwl_mm": 12.8,
  "critPathSlowestCell": "buf_4",
  "rsz0062_at_grt": "no",
  "clk_path_buf_depth": 2,
  "grt_pass1_vias": 5974,
  "synth_top_area_share_pct": 50.6,
  "rows": 53,
  "cts-resized-gates": 0,
  "synth_flops": 166,
  "p_per_area_nw_per_um2": 191
}
-- stage by stage --
stage | worst slack, ns | utilization [%] | hold slack, ns
final | 2.95 | 47.9 | 0.472
after detailed placement | 3.18 | 45.1 | 0.456
after global placement | 3.18 | 45.1 | 0.446
after floorplan | 4.19 | - | 0.422
after CTS | 2.88 | 47.9 | 0.475
after global routing | 2.73 | 47.9 | 0.494
-- cell usage in the layout, fill, tap and decap left out, types with 3 or more instances in the layout --
cell	count
o21ai_0	64
nor4_1	9
a22oi_1	64
conb_1	29
clkbuf_16	17
nand3_1	3
bufinv_16	3
or2_2	3
mux2_2	63
a221oi_1	32
a211oi_1	4
clkdlybuf4s50_1	273
nor2_1	70
nand2b_1	3
dfxtp_1	166
inv_6	4
nor3_1	38
nand2_1	35
a21oi_1	36
clkinvlp_4	4
buf_4	15
-- layout make-up --
cell class,count,area [µm²]
Timing Repair Buffer,288,2850
Tap cell,275,344
Clock buffer,18,429
Multi-Input combinational cell,479,3050
Fill cell,1971,11100
Clock inverter,13,173
Sequential cell,166,3320
-- layer usage --
metal	share of wire, %	track usage (%)
met5	0	0
met4	1.7	3.08
met3	6.7	4.78
met2	46	29.5
met1	46	26.0
-- flip-flops by register name (all words and copies together), names as in the netlist --
signal and count:
current_state 32, instruction_readdata_q 32, loadstore_readdata_q 32, loadstore_writedata_q 32, memory_address_q 32, memory_byteenable_q 4, memory_read_q 1, memory_write_q 1
-- logic make-up (layout without fill, tap and decap cells) --
logic type / count (synthesis) / count (layout) / share of synthesized area [%]
AOI/OAI and AO/OA: 206 / 206 / 20.4
buffers and inverters: 62 / 319 / 4.90
xor gates and xnor gates: 2 / 2 / 0.267
and+or+nand+nor: 176 / 176 / 12.4
other: 1 / 29 / 0.0571
muxes: 66 / 66 / 11.3
DFF: 166 / 166 / 50.6
-- report_power, final --
group          internal [mW]  leakage (nW)  switching, mW
registers              0.902          1.35        0.00218
clock network          0.535         0.280          0.372
logic                 0.0816          1.86         0.0524
-- Yosys cell counts, drive strengths merged --
master / instances
and3b: 2
nand2b: 3
dfxtp: 166
a21oi: 37
o211ai: 1
nor3: 39
nand3b: 1
nand4: 2
mux2i: 1
nor2b: 1
conb: 1
a211oi: 4
o21a: 1
nand3: 3
mux2: 65
clkbuf: 38
or3: 2
a22oi: 64
or2: 4
nor3b: 1
o2bb2ai: 1
nor2: 72
xor2: 1
o21ai: 65
a221oi: 32
nor4: 11
nand2: 35
o21bai: 1
xnor2: 1
buf: 24
-- worst paths after layout --
kind | cells after the start | startpoint | slack [ns] | to
worst max-delay path | 6 | current_state[8] | 2.95 | loadstore_readdata_o[12]
worst min-delay path | 2 | memory_read_q | 0.47 | memory_read_q
worst max register to register | 5 | current_state[17] | 5.32 | loadstore_readdata_q[20]
worst min register to register | 2 | memory_read_q | 0.47 | memory_read_q
-- critical path: cells and delay by family, from the launching register on --
| family | cells | cell delay [ns] |
|---|---|---|
| buf+inv | 2 | 0.89 |
| mux | 1 | 0.39 |
| simple gates | 3 | 0.91 |
| flops | 1 | 0.30 |
Power figures rest on the tool's default switching activity, not on a simulated workload.
